==> ./design.v <==
module Memory(
	input 			clock, 
	input 			reset, 
	input 			ex_mem_readmem,
	input 			ex_mem_writemem, 
	input 		[31:0] 	ex_mem_regb, 
	input 			ex_mem_selwsource, 
	input 		[4:0] 	ex_mem_regdest, 
	input 			ex_mem_writereg, 
	input 		[31:0] 	ex_mem_wbvalue, 
	output 			mem_mc_rw, 
	output 			mem_mc_en, 
	output 		[17:0] 	mem_mc_addr, 
	inout 		[31:0]	mem_mc_data, 
	output 	reg 	[4:0] 	mem_wb_regdest, 
	output 	reg 		mem_wb_writereg, 
	output 	reg 	[31:0] 	mem_wb_wbvalue );
	assign mem_mc_rw = (!ex_memread_mem & ex_memwritemem); 
	assign mem_mc_en = (ex_mem_readmem == 1'b1 || ex_mem_writemem == 1'b1) ? 1'b1 : 1'b0; 
	assign mem_mc_addr = ex_mem_wbvalue[17:0]; 
	assign mem_mc_data = (mem_mc_rw == 1'b1) ? (ex_mem_regb) : 'bz;
	always @(posedge clock or negedge reset)begin
		if (reset == 1'b0)begin
			mem_wb_regdest <= 1'b0;
			mem_wb_writereg <= 1'b0;
			mem_wb_wbvalue <= 1'b0;
		end
		else begin
			mem_wb_regdest <= ex_mem_regdest;
			mem_wb_writereg <= ex_mem_writereg;
			case (ex_mem_selwsource)
				1'b1: mem_wb_wbvalue <= mem_mc_data;
				default: mem_wb_wbvalue <= ex_mem_wbvalue;
			endcase
		end
	end
endmodule
==> ./run.sh <==
#!/bin/bash
# OpenROAD 26Q1-2900-gdf79404cd8, Yosys 0.63+post, stock flow scripts
make -C /OpenROAD-flow-scripts/flow DESIGN_CONFIG=/design/flow/config.mk WORK_HOME=/design/flow/orfs finish
==> ./config.mk <==
export PLATFORM = sky130hd
export DESIGN_NAME = Memory
export DESIGN_NICKNAME = Memory
export VERILOG_FILES = /design/flow/design.v
export SDC_FILE = /design/flow/constraint.sdc
export NUM_CORES = 4
export LEC_CHECK = 1
export CORE_AREA = 10 10 110 110
export DIE_AREA = 0 0 120 120
==> ./constraint.sdc <==
current_design Memory

set clk_period 1.0
set clk_io_pct 0.2

create_clock -name clk0 -period $clk_period [get_ports {clock}]

set non_clock_inputs [all_inputs -no_clocks]
set_input_delay [expr $clk_period * $clk_io_pct] -clock clk0 $non_clock_inputs
set_output_delay [expr $clk_period * $clk_io_pct] -clock clk0 [all_outputs]
==> ci_impl_report.md <==
### Yosys + OpenROAD results

| Metric | Value |
|---|---|
| Chip Area, Yosys | `1890 sq um` |
| CTS Root Cell | `clkbuf_8` |
| Synth Cell Area | `1890 sq um` |
| Num Clock Sinks | `38` |
| CTS Buf Count | `5` |
| Chip Width | `120 um` |
| Synthesized instance count | `127` |
| Status | `aborted with a tool error` |
| Initial core utilization | `0.193` |
| Height of the die | `roughly 120 um` |
| Placed instance area | `between 3000 and 4000 sq um` |
| Synth flops | `38` |
| Longest Clk Path Bufs | `2` |
| GP Congestion | `roughly 0.79` |
| Htree depth | `2` |
| Synth Seq Share | `0.504` |
| Avg Cell Area, Syn | `14.9 sq um` |
| Yosys stat cell total | `127` |
| Library cells used by synthesis | `8` |
| Warnings, synthesis | `6` |
| Post-CTS Setup Inserts | `0` |
| First error | `[error] [KeplerFormal.cpp:679] Workflow failed: Iso has multiple drivers: .ex_mem_regb0, input3.X0` |
| Rows | `36` |
| Port Buffers | `between 100 and 150` |
| Stopped at | `4_1_cts` |
| I/O pin count | `roughly 170` |
| Post-CTS sizing | `between 150 and 200` |
| Placed insts | `346` |
| HPWL reported at the end of detailed placement | `roughly 5000 um` |
[per-stage QoR]
stage	worst slack, ns	util
3_5_place_dp	-0.492	0.307
3_3_place_gp	-0.491	0.307
2_1_floorplan	0.133	-
[logic make-up after synthesis]
family	count (synthesis)	share of synthesized area
and+or+nand+nor	1	0.00332
other	1	0.00199
muxes	32	0.250
buffers and inverters	55	0.241
DFF	38	0.504
[synth_stat cells]
cell	n	area [sq um]
or2_2	1	6.26
buf_6	1	11.3
mux2_2	2	22.5
mux2_4	30	450
buf_4	51	383
conb_1	1	3.75
buf_12	3	60.1
dfrtp_1	38	951
