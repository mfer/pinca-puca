==> ./config.mk <==
export PLATFORM = sky130hd
export DESIGN_NAME = OutConverter
export DESIGN_NICKNAME = OutConverter
export VERILOG_FILES = /design/flow/design.v
export SDC_FILE = /design/flow/constraint.sdc
export NUM_CORES = 4
export LEC_CHECK = 1
export CORE_AREA = 10 10 70 70
export DIE_AREA = 0 0 80 80
==> ./constraint.sdc <==
current_design OutConverter

set clk_period 1.5
set clk_io_pct 0.2

create_clock -name clk0 -period $clk_period

set non_clock_inputs [all_inputs -no_clocks]
set_input_delay [expr $clk_period * $clk_io_pct] -clock clk0 $non_clock_inputs
set_output_delay [expr $clk_period * $clk_io_pct] -clock clk0 [all_outputs]
==> ./design.v <==
module OutConverter(input [3:0] aluout, output reg [6:0] dhex);
	always @(*)begin
		case (aluout)
			4'b0000:begin
					dhex[0] <= 1'b0;
					dhex[1] <= 1'b0;
					dhex[2] <= 1'b0;
					dhex[3] <= 1'b0;
					dhex[4] <= 1'b0;
					dhex[5] <= 1'b0;
					dhex[6] <= 1'b1;
				end
			4'b0001:begin
					dhex[0] <= 1'b1;
					dhex[1] <= 1'b0;
					dhex[2] <= 1'b0;
					dhex[3] <= 1'b1;
					dhex[4] <= 1'b1;
					dhex[5] <= 1'b1;
					dhex[6] <= 1'b1;
				end
			4'b0010:begin
					dhex[0] <= 1'b0;
					dhex[1] <= 1'b0;
					dhex[2] <= 1'b1;
					dhex[3] <= 1'b0;
					dhex[4] <= 1'b0;
					dhex[5] <= 1'b1;
					dhex[6] <= 1'b0;
				end
			4'b0011:begin
					dhex[0] <= 1'b0;
					dhex[1] <= 1'b0;
					dhex[2] <= 1'b0;
					dhex[3] <= 1'b0;
					dhex[4] <= 1'b1;
					dhex[5] <= 1'b1;
					dhex[6] <= 1'b0;
				end
			4'b0100:begin
					dhex[0] <= 1'b1;
					dhex[1] <= 1'b0;
					dhex[2] <= 1'b0;
					dhex[3] <= 1'b1;
					dhex[4] <= 1'b1;
					dhex[5] <= 1'b0;
					dhex[6] <= 1'b0;
				end
			4'b0101:begin
					dhex[0] <= 1'b0;
					dhex[1] <= 1'b1;
					dhex[2] <= 1'b0;
					dhex[3] <= 1'b0;
					dhex[4] <= 1'b1;
					dhex[5] <= 1'b0;
					dhex[6] <= 1'b0;
				end
			4'b0110:begin
					dhex[0] <= 1'b0;
					dhex[1] <= 1'b1;
					dhex[2] <= 1'b0;
					dhex[3] <= 1'b0;
					dhex[4] <= 1'b0;
					dhex[5] <= 1'b0;
					dhex[6] <= 1'b0;
				end
			4'b0111:begin
					dhex[0] <= 1'b0;
					dhex[1] <= 1'b0;
					dhex[2] <= 1'b0;
					dhex[3] <= 1'b1;
					dhex[4] <= 1'b1;
					dhex[5] <= 1'b1;
					dhex[6] <= 1'b1;
				end
			4'b1000:begin
					dhex[0] <= 1'b0;
					dhex[1] <= 1'b0;
					dhex[2] <= 1'b0;
					dhex[3] <= 1'b0;
					dhex[4] <= 1'b0;
					dhex[5] <= 1'b0;
					dhex[6] <= 1'b0;
				end
			4'b1001:begin
					dhex[0] <= 1'b0;
					dhex[1] <= 1'b0;
					dhex[2] <= 1'b0;
					dhex[3] <= 1'b0;
					dhex[4] <= 1'b1;
					dhex[5] <= 1'b0;
					dhex[6] <= 1'b0;
				end
			4'b1010:begin
					dhex[0] <= 1'b0;
					dhex[1] <= 1'b0;
					dhex[2] <= 1'b0;
					dhex[3] <= 1'b1;
					dhex[4] <= 1'b0;
					dhex[5] <= 1'b0;
					dhex[6] <= 1'b0;
				end
			4'b1011:begin
					dhex[0] <= 1'b1;
					dhex[1] <= 1'b1;
					dhex[2] <= 1'b0;
					dhex[3] <= 1'b0;
					dhex[4] <= 1'b0;
					dhex[5] <= 1'b0;
					dhex[6] <= 1'b0;
				end
			4'b1100:begin
					dhex[0] <= 1'b0;
					dhex[1] <= 1'b1;
					dhex[2] <= 1'b1;
					dhex[3] <= 1'b0;
					dhex[4] <= 1'b0;
					dhex[5] <= 1'b0;
					dhex[6] <= 1'b1;
				end
			4'b1101:begin
					dhex[0] <= 1'b1;
					dhex[1] <= 1'b0;
					dhex[2] <= 1'b0;
					dhex[3] <= 1'b0;
					dhex[4] <= 1'b0;
					dhex[5] <= 1'b1;
					dhex[6] <= 1'b0;
				end
			4'b1110:begin
					dhex[0] <= 1'b0;
					dhex[1] <= 1'b1;
					dhex[2] <= 1'b1;
					dhex[3] <= 1'b0;
					dhex[4] <= 1'b0;
					dhex[5] <= 1'b0;
					dhex[6] <= 1'b0;
				end
			4'b1111:begin
					dhex[0] <= 1'b0;
					dhex[1] <= 1'b1;
					dhex[2] <= 1'b1;
					dhex[3] <= 1'b1;
					dhex[4] <= 1'b0;
					dhex[5] <= 1'b0;
					dhex[6] <= 1'b0;
				end
		endcase
	end
endmodule
==> ./run.sh <==
#!/bin/bash
# OpenROAD 26Q1-2900-gdf79404cd8, Yosys 0.63+post, stock flow scripts
make -C /OpenROAD-flow-scripts/flow DESIGN_CONFIG=/design/flow/config.mk WORK_HOME=/design/flow/orfs finish
==> out/qor.csv <==
stage,metric,value,unit
run_status,status,"complete, but fails checks",
run_status,violations,negative setup slack,
synth,yosys_warnings,1,
floorplan,pin_count,11,
placement,dpl.hpwl,610,µm
finish,final_core_util,17.7,%
worst_setup_path,path_class,input pin to output port,
clocking,ctsHoldBuffers,0,
finish,mostFrequentLayoutCell,buf_4,
global_route,grt_overflow,0,
floorplan,fp.coreArea,3420,µm²
finish,seq_area,0,µm²
route,drt_iter0_drc,3,
synth,synth_cells,32,
synth,yosys.stat.chipArea,275,µm²
worst_hold_path,min_path_type,input pin to output port,
finish,drive_gt1_share,66.0,%
timing,rsz0062_at_grt,true,
synth,syn_avg_cell_area,8.60,µm²
timing,setup_tns,-0.308,ns
worst_setup_path,endpoint_kind,output port,
timing,period_minus_slack,1.62,ns
job,tool_warnings,40,
floorplan,dieHeight,80,µm
timing,fmax,0.618,GHz
finish,nClkBuffers,0,
route,antenna_cells,0,
timing,hold_violations,0,
route,vias_per_cell,3.17,
global_route,grt_util_all_layers,2.66,%
synth,yosysUniqueCellTypes,15,
pwr,power,142,µW
synth,yosys_cells,32,
route,drt_wl_total,896,µm
floorplan,std_cell_rows,21,
route,wl_per_cell,9.05,µm
global_route,grt_antenna_before_repair,0,
synth,synth-seq-area-share,0,%
route,ant_nets,0,
timing,setup_ws,-0.118,ns
global_route,grt_start_max_net_pins,7,
placement,port_buffers,11,
floorplan,die_area,6400,µm²
worst_setup_path,cp-start-kind,input pin,
route,drc,0,
route,dr.pass1.iters,2,
pwr,p_per_area,235,nW/µm²
finish,syn_to_final_growth,119,%
finish,lay_top_cells,"buf_4, ha_4, buf_2",
global_route,grt_pass1_vias,316,
placement,place_congestion,0.757,
global_route,grt_pass1_wl,1470,µm
timing,fin_crit_sh,108,%
job,max_cap_viol_count,0,
timing,maxSlewViolCount,0,
worst_hold_path,hp-start,aluout[0],
worst_setup_path,cp_max_fo,4,
pwr,p_leak,0.000269,µW
floorplan,die_w,80,µm
finish,seq_cells,0,
route,vias,314,
synth,syn_area,275,µm²
worst_setup_path,crit_path_end,dhex[0],
worst_setup_path,worstPathArrival,1.32,ns
timing,worstMarginPinSlew,0.148,ns
pwr,peakVddDrop,0.0281,mV
floorplan,fp-utilization,8.06,%
timing,max_slew_margin,89.9,%
worst_setup_path,worstPathRequired,1.20,ns
worst_setup_path,crit_start,aluout[1],
timing,setup_viol_count_final,3,
cell usage after synthesis:
cell | number | area (µm²)
a21oi_1 | 1 | 5.00
nand2_1 | 1 | 3.75
o21ai_0 | 2 | 10.0
mux4_1 | 1 | 26.3
mux2_2 | 1 | 11.3
a22o_1 | 2 | 17.5
a32o_1 | 1 | 10.0
ha_1 | 7 | 87.6
nor2_1 | 5 | 18.8
inv_1 | 3 | 11.3
mux2i_1 | 4 | 40.0
buf_2 | 1 | 5.00
and2b_2 | 1 | 8.76
or3b_1 | 1 | 8.76
buf_6 | 1 | 11.3
cell families (layout without fill, tap and decap cells):
family	after synthesis	in the layout	share of synthesized area [%]
simple gates	8	8	14.5
fa+ha+maj	7	7	31.8
compound gates	6	6	15.5
mux	6	6	28.2
buf+inv	5	26	10.0
what timing repair did:
| action | CTS | global route |
|---|---|---|
| buffers inserted | 2 | 0 |
| pin swaps | 4 | 2 |
| gates resized | 58 | 9 |
| endpoints found under the setup margin | 7 | 6 |
| cloned | 1 | 0 |
worst max-delay path: stages:
cell and delay (ns):
buf_8 0.11, inv_8 0.06, ha_4 0.13, and2b_2 0.21
or3b_1 0.34, o21ai_1 0.07, buf_2 0.11
worst min path at each step:
stage	cells past startpoint	to
CTS	4	dhex[1]
finish	4	dhex[1]
global route	4	dhex[1]
stage by stage:
step | cell area (µm²) | setup slack [ns] | cells | hold WS, ns
finish | 603 | -0.118 | 99 | 1.06
global route | 603 | -0.208 | 99 | 1.10
CTS | 593 | -0.129 | 99 | 1.09
detailed placement | 502 | -1.02 | 97 | 1.67
global placement | 502 | -1.01 | 97 | 1.67
floorplan | 275 | 0.0201 | 32 | 0.700
layer usage:
layer	track usage [%]	routed length, µm	vias to the layer above
met4	0	0	0
met3	0.455	48	0
li1	-	-	160
met2	5.06	445	6
met5	0	0	-
met1	3.18	403	148
area by class of cell:
type / count / area, µm²
repair buffers: 23 / 200
well taps: 46 / 57.6
inverters: 3 / 26.3
multi-input cells: 27 / 319
fillers: 375 / 2810
report_power, final:
part	total [µW]	switching (µW)	internal, µW	leakage (µW)
Sequential	0	0	0	0
Clock	0	0	0	0
Combinational	142	57.3	84.3	0.000269
Total	142	57.3	84.3	0.000269
Power is estimated from default activity; no workload was simulated.
